## flow/config.mk

```make
export PLATFORM = sky130hd
export DESIGN_NAME = SystemMemory
export DESIGN_NICKNAME = SystemMemory
export VERILOG_FILES = /design/flow/design.v
export SDC_FILE = /design/flow/constraint.sdc
export NUM_CORES = 4
export LEC_CHECK = 1
export CORE_UTILIZATION = 40
export SYNTH_MEMORY_MAX_BITS = 65536
```

## flow/constraint.sdc

```tcl
current_design SystemMemory

set clk_period 839.9
set clk_io_pct 0.2

create_clock -name clk0 -period $clk_period [get_ports {clk}]

set non_clock_inputs [all_inputs -no_clocks]
set_input_delay [expr $clk_period * $clk_io_pct] -clock clk0 $non_clock_inputs
set_output_delay [expr $clk_period * $clk_io_pct] -clock clk0 [all_outputs]
```

## flow/design.v

```verilog
module SystemMemory(databus, done, address,select, ReadWrite,enable, clk);
parameter ADDRESS_SIZE = 6,
		  MEMORY_LENGTH = 15,
		  DATASIZE = 256;
inout wire [DATASIZE-1:0]databus;
input [ADDRESS_SIZE-1:0]address; 
input ReadWrite,  
	  clk,
	  select,
	  enable;
reg [DATASIZE-1:0] memory[4:0][MEMORY_LENGTH-1:0];
reg [DATASIZE-1:0] DataOut;
output reg done;
assign databus = (!ReadWrite && select && enable) ? DataOut : 'bz;
initial
	done = 'bz;
always @ (posedge clk)
		if(enable && select && ReadWrite)
			begin
				memory[address[5:4]][address[3:0]] = databus;
				done = 1;
				#3 done = 0;
			end
always @ (negedge clk)
		if(enable && select && !ReadWrite)
			begin
				DataOut = memory[address[5:4]][address[3:0]];
				done = 1;
				#3 done = 0;
				#1 done = 'bz;
			end
endmodule
```

## flow/run.sh

```bash
#!/bin/bash
# OpenROAD 26Q1-2900-gdf79404cd8, Yosys 0.63+post, stock flow scripts
make -C /OpenROAD-flow-scripts/flow DESIGN_CONFIG=/design/flow/config.mk WORK_HOME=/design/flow/orfs finish
```

==> Changelog: implementation <==
### Implementation results

* Status: stopped before the end
* Halt Stage: clock tree synthesis
* First Err: [error] [KeplerFormal.cpp:679] Workflow failed: Iso has multiple drivers: .databus143, place8315.X0
* Post-CTS Setup Bufs at 0
* Ys async rst share at 0
* Distinct lib cells at between 100 and 150
* Number of enable flip-flop cells at 19500
* Synthesized cell area at 751000 um2
* # IOs at 267
* PortBufs at 9
* Yosys cell count at 39800
* DIE WIDTH at 1.37 mm
* Pre-CTS WS at 241.94 ns
* Clk sinks at 19500
* Cts hold-fix bufs at 0
* Fp_density at 0.401
* Synthesized area per cell at 18.9 um2
* Post-cts resize count at 0
* YS chip area at 751000 um2
* Top_reg_cell synth: edfxtp_1
* CTS Buf Count at 1963
* Post-synthesis register bit count at 19500
* DP Area at 788000 um2
* Die height at roughly 1.4 mm
* # rows at approximately 500
* Clock root buffer master: clkbuf_16
* DP HPWL at 1590 mm
* Clock buffer depth at 6
* Register area share after synthesis at 0.778
* Syn. warnings at 5
* GPL Wtd Cong at 0.906
* CTS H-tree lvls at 7
* Cells after synthesis at 39800
==> Yosys cell counts (all sizes together) (165+ instances only) <==
cell type | n | area share
edfxtp | 19500 | 0.78
mux2i | 2525 | 0.034
buf | 2187 | 0.018
a221oi | 1752 | 0.020
mux2 | 1723 | 0.026
o21ai | 1218 | 0.0081
nand2 | 1187 | 0.0059
a21oi | 1172 | 0.0078
mux4 | 1163 | 0.035
a22oi | 1142 | 0.011
nor2 | 866 | 0.0044
clkbuf | 750 | 0.0038
o22ai | 606 | 0.0051
a221o | 395 | 0.0053
o221ai | 393 | 0.0046
o211ai | 373 | 0.0037
a211oi | 354 | 0.0036
nand3 | 292 | 0.0020
o2bb2ai | 249 | 0.0029
a31oi | 221 | 0.0018
a22o | 165 | 0.0019
==> stage by stage <==
stage / instances / power [uW]
detailed placement: 64500 / 1730
global placement: 64500 / 1720
floorplan: 39800 / 1480
==> cell families after synthesis <==
logic type / after synthesis / synth area share
flops: 19500 / 0.778
buf+inv: 2952 / 0.0222
mux: 5411 / 0.0943
compound gates: 8958 / 0.0878
other cells: 1 / 0.00000499
fa+ha+maj: 17 / 0.000313
xor+xnor: 10 / 0.000147
simple gates: 2968 / 0.0175
Power and IR drop assume default switching activity.
